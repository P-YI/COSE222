--- ./design.v ---
module ARMProcessor(
	input clk,
	input reset,
	output[31:0] pc,
	input[31:0] inst,
	input nIRQ,
	output[3:0] be,
	output[31:0] memaddr,
	output memwrite,
	output memread,
	output[31:0] writedata,
	input[31:0] readdata
	);
	assign pc = pctmp;
	assign be = 4'b1111;  
	assign memread = 'b1;  
	wire[3:0] ReadAddr1, ReadAddr2, WriteAddr;
	wire[31:0] ReadData1, ReadData2, ReadData3;
	wire[31:0] Result, ExtImm, SrcB, ALUResult, PCPlus4, PCBranch, pctmp;
	wire[3:0] ALUOp, ALUFlags;
	wire[1:0] RegSrc, ImmSrc;
	wire PCSrc, RegWrite, MemWrite, MemtoReg, ALUSrc, Svalue;
	wire[31:0] NextPC;
	assign ReadAddr1 = inst[19:16];
	assign ReadAddr2 = inst[3:0];
	assign WriteAddr = inst[15:12];
	assign memaddr = ALUResult;
	assign memwrite = MemWrite;
	assign memread = 'b1;
	assign writedata = ReadData3;
	assign SrcB = (ALUSrc == 1'b0) ? ReadData2 : ExtImm;
	assign Result = (MemtoReg == 1'b0) ? ALUResult : readdata;
	assign PCPlus4 = pctmp + 32'd4;
	assign PCBranch = pctmp + ExtImm + 32'd8;
	assign NextPC = (PCSrc == 1'b0) ? PCPlus4 : PCBranch;
	ControlUnit _ControlUnit(
			.NZCV(NZCV), 
			.cond(inst[31:28]), 
			.op(inst[27:26]), 
			.funct(inst[25:20]), 
			.ALUOp(ALUOp), 
			.ImmSrc(ImmSrc), 
			.RegSrc(RegSrc),  
			.PCSrc(PCSrc), 
			.RegWrite(RegWrite), 
			.MemWrite(MemWrite), 
			.MemtoReg(MemtoReg), 
			.ALUSrc(ALUSrc), 
			.Svalue(Svalue)
	);
	RegisterFile _RegisterFile( 
			.clk(clk), 
			.reset(reset), 
			.we(RegWrite), 
			.RegSrc(RegSrc), 
			.addr1(ReadAddr1), 
			.addr2(ReadAddr2), 
			.addr3(WriteAddr),
			.waddr(WriteAddr), 
			.wdata(Result), 
			.pcin(NextPC), 
			.data1(ReadData1), 
			.data2(ReadData2), 
			.data3(ReadData3), 
			.pcout(pctmp)
	);
	Extend _Extend( 
		.in(inst[23:0]), 
		.ImmSrc(ImmSrc), 
		.ExtImm(ExtImm) 
	);
	ALU _ALU( 
		.SrcA(ReadData1), 
		.SrcB(SrcB), 
		.ALUOp(ALUOp), 
		.ALUFlags(ALUFlags), 
		.ALUResult(ALUResult) 
	); 
endmodule
module Decoder (
	input[1:0] op,
	input[5:0] funct,
	output reg MemtoReg,
	output reg ALUSrc,
	output reg[1:0] ImmSrc,
	output reg[1:0] RegSrc,
	output reg[3:0] ALUOp,
	output reg Svalue
	);
	always @(*)
	begin
		case (op)
			2'b00:
			begin
				MemtoReg = (funct[4:1] == 4'b1010) ? 1'bx : 1'b0;
				ALUOp = funct[4:1];
				Svalue = funct[0];
				if(funct[5] == 1'b1)
				begin
					ALUSrc = 1'b1;
					ImmSrc = 2'b00;  
					RegSrc = (funct[4:1] == 4'b1101) ? 2'bxx : 2'bx0;
				end
				else
				begin
					ALUSrc = 1'b0;
					ImmSrc = 2'bxx;
					RegSrc = (funct[4:1] == 4'b1101) ? 2'b0x : 2'b00;
				end
			end
			2'b01:
			begin
				MemtoReg = (funct[0] == 1'b1) ? 1'b1 : 1'bx;
				ALUOp = (funct[3] == 1'b1) ? 4'b0100 : 4'b0010;
				Svalue = 1'b0;
				if(funct[5] == 1'b0)
				begin
					ALUSrc = 1'b1;
					ImmSrc = 2'b01;
					RegSrc = 2'bx0;
				end
				else 
				begin
					ALUSrc = 1'b0;
					ImmSrc = 2'bxx;
					RegSrc = 2'b00;				
				end
			end
			2'b10:
			begin
				MemtoReg = 1'b0;
				ALUOp = 4'b0100;
				Svalue = 1'b0;
				ALUSrc = 1'b1;
				ImmSrc = 2'b10;
				RegSrc = 2'bx1;
			end
		endcase
	end
endmodule
module ConditionalLogic (
	input[1:0] op,
	input[5:0] funct,
	input[3:0] cond,
	input Zero,
	output reg PCSrc,
	output reg RegWrite,
	output reg MemWrite
	);
	reg condEx;
	always @(*)
	begin
		case(cond)
			4'b0000: condEx = (Zero == 1'b1) ? 1'b1 : 1'b0;
			4'b0001: condEx = (Zero == 1'b0) ? 1'b1 : 1'b0;
			4'b1110: condEx = 1'b1;
		endcase
	end
	always @(*)
	begin
		case(op)
			2'b00: 
			begin
				PCSrc = 1'b0;
				MemWrite = 1'b0;
				if(condEx == 1'b1)
					RegWrite = (funct[4:1] == 4'b1010) ? 1'b0 : 1'b1;
				else
					RegWrite = 1'b0;
			end
			2'b01:
			begin
				PCSrc = 1'b0;
				if(condEx == 1'b1)
				begin
					MemWrite = ~funct[0];
					RegWrite = funct[0];
				end
				else
				begin
					MemWrite = 1'b0;
					RegWrite = 1'b0;
				end
			end
			2'b10:
			begin
				MemWrite = 1'b0;
				if(condEx == 1'b1)
				begin
					PCSrc = 1'b1;
					RegWrite = (funct[4] == 1'b1) ? 1'b1 : 1'b0;
				end
				else
				begin
					PCSrc = 1'b0;
					RegWrite = 1'b0;
				end
			end
		endcase
	end
endmodule
module ControlUnit(
	input[3:0] NZCV,
	input[3:0] cond,
	input[1:0] op,
	input[5:0] funct,
	output[3:0] ALUOp,
	output[1:0] ImmSrc,
	output[1:0] RegSrc,
	output PCSrc,
	output RegWrite,
	output MemWrite,
	output MemtoReg,
	output ALUSrc,
	output Svalue
	);
	Decoder _decoder(
		.op			(op),
		.funct		(funct),
		.MemtoReg	(MemtoReg),
		.ALUSrc		(ALUSrc),
		.ImmSrc		(ImmSrc),
		.RegSrc		(RegSrc),
		.ALUOp 		(ALUOp),
		.Svalue		(Svalue));
	ConditionalLogic _conditional(
		.op			(op),
		.funct		(funct),
		.cond		(cond),
		.Zero		(NZCV[2]),
		.PCSrc		(PCSrc),
		.RegWrite	(RegWrite),
		.MemWrite	(MemWrite));
endmodule
module Extend(  
	input[23:0] in,
	input[1:0] ImmSrc,
	output reg[31:0] ExtImm
	);
	integer i;
	always @ (*)
	begin
		case(ImmSrc  )
		  2'b00:
		begin
			ExtImm[7:0] = in[7:0];
			for(i=8; i<32; i=i+1)
				ExtImm[i] = in[7];
		end
		  2'b01:
		begin
			ExtImm[11:0] = in[11:0];
			for(i=12; i<32; i=i+1)
				ExtImm[i] = 'b0;
		end
		  2'b10:
		begin
			ExtImm[1:0] = 2'b00;
			ExtImm[25:2] = in[23:0];
			for(i=26; i<32; i=i+1)
				ExtImm[i] = in[23];
		end
		default:
			ExtImm = 'h00000000;
		endcase
	end
endmodule
module RegisterFile(
	input clk, 
	input reset, 
	input we,
	input[1:0] RegSrc,
	input[3:0] addr1,
	input[3:0] addr2,
	input[3:0] addr3,
	input[3:0] waddr,
	input[31:0] wdata,
	input[31:0] pcin,
	output reg[31:0] data1,
	output reg[31:0] data2,
	output reg[31:0] data3,
	output[31:0] pcout
	);
	reg[31:0] registers[15:0];
	integer idx;
	assign pcout = registers[15];
	always @ (negedge clk)
	begin
		if (reset)
		begin
			for(idx=0; idx<=15; idx=idx+1) begin
				registers[idx] = 'h00000000;
			end
		end
		else  
		begin
			if(  we)
			begin
				if(RegSrc[0] != 1'b1)
					registers[waddr] = wdata;
				else
					registers[14] = registers[15] + 'd4;
			end
			if(  waddr != 4'b1111 || RegSrc[0] == 1'b1)
				registers[15] = pcin;
		end
	end
	always @ (posedge clk)
	begin
		if (reset)
		begin
			data1 <= 'h00000000;
			data2 <= 'h00000000;
		end
		else 
		begin
			if(  addr1 == 15)
			begin
				data1 = registers[15] + 32'd8;
			end
			else
			begin
				data1 = registers[addr1];
			end
			if(  addr2 == 15)
			begin
				data2 = registers[15] + 32'd8;
			end
			else
			begin
				if (  RegSrc[1] == 1'b0)
					data2 = registers[addr2];
				else
					data2 = registers[waddr];
			end
			if(  addr3 == 15)
			begin
				data3 = registers[15] + 32'd8;
			end
			else
			begin
				data3 = registers[addr3];
			end
		end
	end
endmodule
module ALU(
	input[31:0] SrcA,
	input[31:0] SrcB,
	input[3:0] ALUOp,
	output reg[31:0] ALUResult,
	output reg[3:0] ALUFlags
	);
	always @ (*)
	begin
		case(ALUOp)
			4'b0010:
			begin
				ALUResult = SrcA - SrcB;
			end
			4'b0100:
			begin
				ALUResult = SrcA + SrcB;
			end
			4'b1010:
			begin
				ALUResult = SrcA - SrcB;
				if(SrcA == SrcB)
					ALUFlags = 4'bx1xx;
				else
					ALUFlags = 4'bx0xx;
			end
			4'b1101:
			begin
				ALUResult = SrcB;
			end
		endcase
	end
endmodule 
--- ./run.sh ---
#!/bin/bash
# OpenROAD 26Q1-2900-gdf79404cd8, Yosys 0.63+post, stock flow scripts
make -C /OpenROAD-flow-scripts/flow DESIGN_CONFIG=/design/flow/config.mk WORK_HOME=/design/flow/orfs finish
--- ./config.mk ---
export PLATFORM = sky130hd
export DESIGN_NAME = ARMProcessor
export DESIGN_NICKNAME = ARMProcessor
export VERILOG_FILES = /design/flow/design.v
export SDC_FILE = /design/flow/constraint.sdc
export NUM_CORES = 4
export LEC_CHECK = 1
export CORE_UTILIZATION = 30
--- ./constraint.sdc ---
current_design ARMProcessor

set clk_period 8.4
set clk_io_pct 0.2

create_clock -name clk0 -period $clk_period [get_ports {clk}]

set non_clock_inputs [all_inputs -no_clocks]
set_input_delay [expr $clk_period * $clk_io_pct] -clock clk0 $non_clock_inputs
set_output_delay [expr $clk_period * $clk_io_pct] -clock clk0 [all_outputs]
==> flow_metrics.env <==
# flow metrics
export IMPL_run_status="complete, no violations"
export IMPL_hold_buffers=0
export IMPL_layout_drive_gt1_share_pct=11.8
export IMPL_rr_startpoint="_RegisterFile.registers[15][3]$_SDFFE_NP0P_"
export IMPL_worst_hold_slack_ns=0.522
export IMPL_finalMaxSlewViolations=0
export IMPL_grt_max_degree=152
export IMPL_syn_avg_cell_area_um2=8.14
export IMPL_route_final_wire_length_mm=192
export IMPL_die_size_y_um=351
export IMPL_p_seq_share_pct=36.7
export IMPL_layout_core_utilization_pct=38.8
export IMPL_most_common_layout_cells="sky130_fd_sc_hd__nor2_1, sky130_fd_sc_hd__dfxtp_1, sky130_fd_sc_hd__inv_1"
export IMPL_setup_worst_path_end_class="flop"
export IMPL_max_cap_violations=0
export IMPL_power_density_cell_area_nw_per_um2=178
export IMPL_combGateArea_um2=22400
export IMPL_global_route_overflow_total=0
export IMPL_area_taken_by_flip_flops_and_latches_um2=13100
export IMPL_setup_tns_ns=0
export IMPL_place_hpwl_mm=122
export IMPL_viasPerCell=6.18
export IMPL_dr_pass1_iterations=14
export IMPL_swShare_pct=32.4
export IMPL_log_warning_count=555
export IMPL_yosys_stat_cell_total=4480
export IMPL_worst_setup_path_start_kind="input port"
export IMPL_count_of_standard_cell_rows=127
export IMPL_routed_via_count=42018
export IMPL_net_switching_power_figure_mw=2.68
export IMPL_pre_cts_slack_ns=-1.02
export IMPL_avgRoutedWirePerCell_um=28.2
export IMPL_max_vdd_ir_drop_uv=132
export IMPL_power_frac_comb_pct=12.1
export IMPL_synth_warnings=8
export IMPL_cp_arrival_ns=4.67
export IMPL_untimed_endpoints=76
export IMPL_min_path_type="flop to flop"
export IMPL_ant_nets=0
export IMPL_timing_hold_worst_endpoint="_RegisterFile.registers[0][9]$_SDFFE_NP0P_"
export IMPL_share_clk_of_total_power_pct=51.2
export IMPL_proportion_of_synthesized_flip_flops_having_asynchronous_set_or_reset_pct=0
export IMPL_areaGrowthSynthToFinish_pct=27.9
export IMPL_cts_path_max_buffers=3
export IMPL_setup_clock_skew_after_layout_ns=0.0444
export IMPL_totalPowerFinal_mw=8.28
export IMPL_critical_path_max_fanout=8
export IMPL_unclocked_regs=43
export IMPL_ys_dominant_reg_cell="sky130_fd_sc_hd__dfxtp_1"
export IMPL_min_delay_path_depth=2
export IMPL_cts_buffers_inserted=68
export IMPL_cts_root_buf="sky130_fd_sc_hd__clkbuf_16"
export IMPL_synth_edff_count=32
export IMPL_filler_cells=12006
export IMPL_synth_flop_count=651
export IMPL_die_area_um2=123000
export IMPL_worst_r2r_end="_RegisterFile.data1[23]$_SDFF_PP0_"
export IMPL_rsz_0062_raised_after_global_routing="yes"
export IMPL_grt_pass1_vias=39489
export IMPL_drt_drc_violations_left=0
export IMPL_drt_first_iter_violations=6499
export IMPL_grt_first_pass_wirelength_mm=274
export IMPL_worst_slack_setup_final_ns=0.105
export IMPL_groute_usage_overall_pct=31.4
export IMPL_antenna_found_initial=9
export IMPL_hold_fails_final_rpt=0
export IMPL_report_final_setup_viol=0
export IMPL_critical_path_required_ns=4.77
export IMPL_reg2regPathDepth=10
export IMPL_worst_slew_margin_rel_pct=23.9
export IMPL_setup_reg_to_reg_worst_slack_ns=0.72
export IMPL_hp_start="_RegisterFile.registers[0][9]$_SDFFE_NP0P_"
export IMPL_crit_type="input port to flop"
export IMPL_core_area_um2=120000
export IMPL_floorplan_core_util_pct=30.3
export IMPL_cts_clk_slew_worst_paths_ns=0.03
export IMPL_synth_cells=4480
export IMPL_buffer_ports_inserted=162
export IMPL_leakagePower_nw=17.9
export IMPL_clock_latency_ns=0.67
export IMPL_worst_slew_pin_slew_ns=1.13
export IMPL_place_congestion=1.05
export IMPL_internal_power_mw=5.60
export IMPL_synth_chip_area_um2=36400
export IMPL_synth_cell_types=79
export IMPL_die_width_um=351
export IMPL_ctsHtreeMaxLevel=3
export IMPL_lay_top_count="sky130_fd_sc_hd__nor2_1"
export IMPL_tritoncts="done"
export IMPL_top_level_ports=169
export IMPL_syn_cell_area_um2=36400
==> how the worst max path moves through the flow <==
stage,start,endpoint,slack (ns),cells after the start
CTS,inst[11],_RegisterFile.registers[15][25]$_SDFFE_NP0P_,-0.05,15
global route,inst[7],_RegisterFile.registers[15][25]$_SDFFE_NP0P_,-0.04,17
finish,inst[7],_RegisterFile.registers[15][25]$_SDFFE_NP0P_,0.11,17
==> logic make-up (layout without fill, tap and decap cells) <==
kind of cell,Yosys count,after routing,synth area share [%]
AOI/OAI and AO/OA,1701,1701,33.6
xor gates and xnor gates,135,135,3.26
adders and majority gates,104,104,3.61
buffers and inverters,483,1181,5.13
DFF,608,608,34.3
latches,43,43,1.77
muxes,62,62,1.70
other,1,12,0.0103
and+or+nand+nor,1343,1343,16.7
==> per-layer routing <==
| layer | share of wire (%) | vias up | global-route usage (%) | wire (um) |
|---|---|---|---|---|
| met5 | 0.0062 | - | 0 | 12 |
| met4 | 7.6 | 2 | 16.9 | 14600 |
| met3 | 15 | 1044 | 15.6 | 29300 |
| met2 | 40 | 3243 | 44.6 | 77800 |
| met1 | 37 | 19258 | 39.1 | 70400 |
| li1 | - | 18471 | - | - |
==> critical path: stages <==
cell                        delay, ns
sky130_fd_sc_hd__buf_6           0.10
sky130_fd_sc_hd__buf_12          0.14
sky130_fd_sc_hd__mux2i_4         0.15
sky130_fd_sc_hd__o22ai_2         0.11
sky130_fd_sc_hd__ha_4            0.30
sky130_fd_sc_hd__ha_4            0.28
sky130_fd_sc_hd__buf_6           0.09
sky130_fd_sc_hd__a21o_1          0.12
sky130_fd_sc_hd__a21oi_2         0.06
sky130_fd_sc_hd__o21a_4          0.21
sky130_fd_sc_hd__o211ai_1        0.17
sky130_fd_sc_hd__o211ai_1        0.19
sky130_fd_sc_hd__a2111oi_2       0.39
sky130_fd_sc_hd__buf_4           0.18
sky130_fd_sc_hd__mux2i_1         0.17
sky130_fd_sc_hd__a211oi_1        0.08
sky130_fd_sc_hd__a211oi_1        0.23
==> cell type report <==
type	instances	share of cell area [%]
multi-input combinational	3350	48.1
clock inverter	552	5.22
clock buffer	83	4.09
timing repair buffer	507	9.75
inverter	39	0.314
sequential	651	28.2
antenna	7	0.0376
tap	1612	4.33
==> flip-flops by register name, summed over array words and instances, names as in the netlist <==
signal / count
_ControlUnit._conditional.PCSrc: 1
_RegisterFile.data1: 32
_ControlUnit._decoder.ImmSrc: 2
_ControlUnit._conditional.MemWrite: 1
_ControlUnit._decoder.ALUOp: 4
_ControlUnit._decoder.ALUSrc: 1
_ControlUnit._conditional.condEx: 1
_RegisterFile.data2: 32
_ControlUnit._conditional.RegWrite: 1
_ALU.ALUResult: 32
_RegisterFile.data3: 32
_RegisterFile.registers: 512
==> synthesized netlist by cell type, drive strengths merged (81+ instances only) <==
library cell    n  share of area (%)
nor2          722                7.4
dfxtp         576                 32
a211oi        531                 11
a22oi         464                9.6
clkbuf        409                4.2
a21oi         221                3.0
nand2         165                1.7
nand3         129                1.8
o21ai         116                1.6
nand4         106                1.8
ha            102                3.5
xnor2          83                2.0
a222oi         81                2.2
==> metrics by stage <==
stage | cell area, um^2 | cells
6_report | 46600 | 6801
5_1_grt | 46600 | 6794
4_1_cts | 46300 | 6783
3_5_place_dp | 41700 | 6145
3_3_place_gp | 41700 | 6145
2_1_floorplan | 36700 | 4484
==> timing repair <==
action,CTS,global route
gates cloned,0,0
buffers inserted,4,11
resized,39,58
pin swaps,25,35
setup endpoints to repair,19,17
==> power by group through the flow <==
stage | sequential (mW) | clock [mW] | combinational, mW
finish | 3.04 | 4.24 | 1.00
global route | 3.04 | 4.61 | 1.04
CTS | 3.04 | 4.29 | 0.939
No activity file was given, so power comes from the tool's default toggle rates.
